[flow/run.sh]
#!/bin/bash
# OpenROAD 26Q1-2900-gdf79404cd8, Yosys 0.63+post, stock flow scripts
make -C /OpenROAD-flow-scripts/flow DESIGN_CONFIG=/design/flow/config.mk WORK_HOME=/design/flow/orfs finish
[flow/config.mk]
export PLATFORM = sky130hd
export DESIGN_NAME = ALU
export DESIGN_NICKNAME = ALU
export VERILOG_FILES = /design/flow/design.v
export SDC_FILE = /design/flow/constraint.sdc
export NUM_CORES = 4
export LEC_CHECK = 1
export CORE_AREA = 10 10 78 78
export DIE_AREA = 0 0 88 88
[flow/constraint.sdc]
current_design ALU

set clk_period 6.2
set clk_io_pct 0.2

create_clock -name clk0 -period $clk_period

set non_clock_inputs [all_inputs -no_clocks]
set_input_delay [expr $clk_period * $clk_io_pct] -clock clk0 $non_clock_inputs
set_output_delay [expr $clk_period * $clk_io_pct] -clock clk0 [all_outputs]
[flow/design.v]
module ALU(input logic [7:0] a,b,
           input logic [1:0] ctrl,
           output logic [7:0] out,
           output logic cout);
  always @(*) begin
    case(ctrl)
      2'b00: out = a & b;
      2'b01: out = a | b;
      2'b10: {cout,out} = a + b;
      2'b11: {cout,out} = a - b;
     default: out = 8'b0000_0000;
   endcase
  end
endmodule
module test();
  logic [7:0] a,b,out;
  logic [1:0] ctrl;
  logic cout;
  ALU alu(a,b,ctrl,out,cout);  
  initial begin
    a = 8'b1000_0011; b = 8'b1000_0001; ctrl = 2'b10; #10;
    $display("SUMA: %b cout:%b",out,cout);
  end
endmodule
==> impl_metrics.py <==
# Synthesis and PnR figures
metrics = {
    "sta": {
        "fin_ws_ps": 1144,
        "fin_tns_setup_ps": 0,
        "setup_viol": 0,
        "maxSlewHeadroom": 0.6017,
        "finalHoldViolCount": 0,
        "drv_slew": 0,
        "rsz0062_at_grt": "no",
        "untimed_endpoints": 2,
        "worst_slew_pin_slew_ps": 595.6,
        "period_minus_slack_ps": 5056,
        "clock.fmax_mhz": 197.8,
        "period_used_share": 0.8155,
        "unclocked_pins": 1,
    },
    "pwr": {
        "max-vdd-ir-drop_mv": 0.01783,
        "p_leak_nw": 0.6312,
        "p_per_area_nw_per_um2": 75.50,
    },
    "logic_synthesis": {
        "ys_area_um2": 978.4,
        "edf_count": 0,
        "simple_gate_area_frac": 0.1701,
        "synth_cell_type_count": 37,
        "avgSynthCellArea_um2": 6.989,
        "ys.flops": 1,
        "synth_area_um2": 978.4,
        "synth.logic.top_family": "adder cells",
        "flop_cell": "dlxtn_1",
        "ys_sh_mux": 0.03069,
        "synthCells": 140,
        "yosys.area_share.adder": 0.3478,
        "ys_async_sr_fraction": 0,
        "ys_warn_count": 1,
        "ys_sh_xor": 0.02685,
        "ys_cells": 140,
        "synthAoiAreaFrac": 0.2954,
    },
    "clock_network": {
        "post_cts_buffers": 0,
        "cts.repair.resized": 0,
        "hold_buffers": 0,
    },
    "detailed_routing": {
        "drtIter0Drc": 63,
        "diodes": 0,
        "wl_um": 2407,
        "viasPerCell": 4.516,
        "wl_per_cell_um": 11.20,
        "ant_nets": 0,
        "num_vias": 971,
        "drt_first_pass_iters": 4,
        "drc": 0,
    },
    "place": {
        "placed_area_um2": 1300,
        "routabilityCongestion": 0.9053,
        "place_ws_ps": 1129,
        "io_buffers": 27,
        "dpl.hpwl_um": 2090,
    },
    "flow_run": {
        "log.warning_count": 48,
        "max_cap_violations": 0,
    },
    "final_layout": {
        "largest_reg_flops": 1,
        "fin_area_um2": 1300,
        "final_layout_size_suffix_gt1_frac": 0.02454,
        "area_delta_synth_final_pct": 32.86,
    },
    "global_routing": {
        "globalRouteOverflowTotal": 0,
        "grt_pass1_vias": 955,
        "grt_util_all_layers": 0.06267,
        "grt_first_pass_wirelength_um": 4229,
        "antenna_found_initial": 0,
        "grt_max_degree": 18,
    },
    "floorplan": {
        "die_y_um": 88,
        "core-area_um2": 4414,
        "initCoreUtil": 0.2217,
        "dieArea_um2": 7744,
        "die_w_um": 88,
        "top_level_ports": 27,
        "placementRows": 24,
    },
    "setup_path": {
        "cp-start-kind": "input pin",
        "critPathArrivalTime_ps": 3820,
        "path_class": "in -> out",
        "end_kind": "output port",
        "crit_required_ps": 4960,
        "critPathMaxFanout": 2,
    },
    "status": {
        "status": "finished clean",
    },
    "min_path": {
        "worstHoldPathType": "in -> out",
    },
}
## cell families after synthesis
logic type      count (synthesis)
buf+inv                        29
xor+xnor                        3
mux                             3
fa+ha+maj                      26
compound gates                 43
latches                         1
simple gates                   35
## per-layer routing
metal | wire length, um | global-route usage
met3 | 157 | 0.01497
met5 | 0 | 0
met1 | 1204 | 0.09011
met2 | 1045 | 0.09854
met4 | 0 | 0
## critical path: stages
cell and delay [ps]:
clkdlybuf4s50_1 480, inv_1 60, ha_1 220, fa_1 390, o21bai_1 170, o211ai_1 160, a211o_1 300, a21o_1 160
a31oi_1 150, clkdlybuf4s50_1 490
## layout by cell type, fill, tap and decap left out, types with 2 or more instances in the layout
cell and count:
nand4_1 2, xor2_1 2, clkdlybuf4s50_1 27, nand2b_1 2, ha_1 24, nor2_1 11
o21bai_1 2, o211ai_1 3, o21ai_0 10, a211o_1 2, nand3b_1 2, a21oi_1 10
nand2_1 10, mux2i_1 3, inv_1 24, nand3_1 5, fa_1 2, a31oi_1 3
## through the flow
step | total power [mW] | util | cells | hold slack [ps]
final | 0.09815 | 0.2945 | 215 | 3679
after global routing | 0.1122 | 0.2945 | 215 | 3752
after CTS | 0.1002 | 0.2945 | 215 | 3703
after detailed placement | 0.09950 | 0.2945 | 215 | 3708
after global placement | 0.09958 | 0.2945 | 215 | 3691
after floorplan | 0.05753 | - | 140 | 2684
## report_power, final
part / internal, mW / total [mW] / switching (mW)
clock network: 0 / 0 / 0
registers: 0.000981 / 0.00109 / 0.000108
logic: 0.0521 / 0.0971 / 0.0450
total: 0.0531 / 0.0982 / 0.0451
## cells in the mapped netlist (2+ instances only)
| library cell | number | share of area |
|---|---|---|
| o211ai_1 | 3 | 0.023 |
| inv_1 | 24 | 0.092 |
| nand2_1 | 10 | 0.038 |
| a211o_1 | 2 | 0.018 |
| mux2i_1 | 3 | 0.031 |
| nand4_1 | 2 | 0.013 |
| clkbuf_1 | 3 | 0.012 |
| a21oi_1 | 10 | 0.051 |
| o21bai_1 | 2 | 0.015 |
| nand2b_1 | 2 | 0.013 |
| o21ai_0 | 10 | 0.051 |
| buf_2 | 2 | 0.010 |
| nand3b_1 | 2 | 0.015 |
| a31oi_1 | 3 | 0.019 |
| nor2_1 | 11 | 0.042 |
| nand3_1 | 5 | 0.026 |
| xor2_1 | 2 | 0.018 |
| fa_1 | 2 | 0.041 |
| ha_1 | 24 | 0.31 |
## area by class of cell
type                       instances  area [um^2]
timing repair buffer              28        277.8
inverter                          24        90.09
sequential                         1        15.01
tap                               52        65.06
fill                             481         3114
multi-input combinational        110        852.1
## path summary, 6_finish.rpt
path                  startpoint      to  slack [ps]  cells after the start
worst max-delay path        a[0]  out[6]        1140                     10
worst min-delay path        b[0]  out[0]        3680                      6
Power is estimated from default activity; no workload was simulated.
